[flow/config.mk]
export PLATFORM = sky130hd
export DESIGN_NAME = regfile
export DESIGN_NICKNAME = regfile
export VERILOG_FILES = /design/flow/design.v
export SDC_FILE = /design/flow/constraint.sdc
export NUM_CORES = 4
export LEC_CHECK = 1
export CORE_UTILIZATION = 50
export SYNTH_HDL_FRONTEND = slang
[flow/constraint.sdc]
current_design regfile

set clk_period 6.0
set clk_io_pct 0.2

create_clock -name clk0 -period $clk_period [get_ports {Clk}]

set non_clock_inputs [all_inputs -no_clocks]
set_input_delay [expr $clk_period * $clk_io_pct] -clock clk0 $non_clock_inputs
set_output_delay [expr $clk_period * $clk_io_pct] -clock clk0 [all_outputs]
[flow/design.v]
module regfile (input logic LD_REG, Clk, Reset,
					 input logic DRMUX, SR1MUX,
					 input logic [2:0] DR, SR1, SR2, dis,
					 input logic [15:0] bus,
					 output logic [15:0] SR1_OUT, SR2_OUT);
	logic [7:0] [15:0] registers;
	logic [2:0] dr_select, sr1_select;
	always_comb
	begin
		dr_select = DR;
		if(DRMUX)
			dr_select = 3'b111;
		sr1_select = SR1;
		if(SR1MUX)
			sr1_select = dis;
		SR1_OUT = registers[sr1_select];
		SR2_OUT = registers[SR2];
		if(Reset)
		begin
			SR1_OUT = 16'h0000;
			SR2_OUT = 16'h0000;
		end
	end
	always_ff @ (posedge Clk)
	begin		
		if(Reset)
		begin
			for(int i = 0; i < 8; i++)
			begin
				registers[i] <= 16'h0000;
			end
		end
		else
		begin
			if(LD_REG)
			begin
				registers[dr_select] <= bus;
			end
		end
	end
endmodule
[flow/run.sh]
#!/bin/bash
# OpenROAD 26Q1-2900-gdf79404cd8, Yosys 0.63+post, stock flow scripts
make -C /OpenROAD-flow-scripts/flow DESIGN_CONFIG=/design/flow/config.mk WORK_HOME=/design/flow/orfs finish
==> impl_summary.log <==
[flow] final metrics
INFO  metric outcome = completed
INFO  metric period_needed = 5.05 ns
INFO  metric maxCapViolCount = 0
INFO  metric synthesis.area = approximately 6700 µm²
INFO  metric postCtsResizedCells = 0
INFO  metric finish.cell_count_without_fillers = approximately 1000
INFO  metric reg.largest.list = registers: 128 flops
INFO  metric worst_setup_path_start_kind = input port
INFO  metric layout_worst_path_cycle_share = 0.841
INFO  metric grt_overflow = 0
INFO  metric diodes = 0
INFO  metric met3_layer_usage_reported_by_global_route = 0.0856
INFO  metric grt_util_met2 = 0.475
INFO  metric async_reset_ff_frac = 0
INFO  metric grt_start_max_net_pins = 102
INFO  metric logic_family = multiplexers
INFO  metric r2r_start = registers[85]$_SDFFE_PP0P_
INFO  metric finalClockSkew = 0 ns
INFO  metric endpoint_arrival_time_on_the_critical_path = 3.85 ns
INFO  metric finalWirelength = 20300 µm
INFO  metric synth_top_flop_cell = sky130_fd_sc_hd__dfxtp_1
INFO  metric yosysMostFrequentCell = sky130_fd_sc_hd__nand2_1
INFO  metric fp-utilization = 0.512
INFO  metric avg_wl_per_cell = 20.4 µm
INFO  metric fin_tns_setup = 0 ns
INFO  metric antenna_left = 0
INFO  metric ios = 65
INFO  metric slew-limit-headroom = 0.382
INFO  metric detail_route.drc_violations = 0
INFO  metric first_pass_iters = 6
INFO  metric die_x = 118 µm
INFO  metric dp_hpwl = 12200 µm
INFO  metric clock_latency = slightly above 0.4 ns
INFO  metric portion_of_netlist_area_occupied_by_mux_cells = 0.276
INFO  metric stdcell_area = 8090 µm²
INFO  metric grt_use_total = 0.313
INFO  metric cts-buffers-inserted = 17
INFO  metric detailed_place.area = about 7500 µm²
INFO  metric buffers_on_ports = 64
INFO  metric path_class = input port to primary output
INFO  metric std_cell_rows = 42
INFO  metric area_leaders = sky130_fd_sc_hd__dfxtp_1, sky130_fd_sc_hd__mux2i_1, sky130_fd_sc_hd__mux4_2
INFO  metric synth-adder-area-share = 0
INFO  metric p_leak = 0.00316 µW
INFO  metric cts.path.max_buffers = 2
INFO  metric replace_congestion = ~0.87
INFO  metric rsz0062_at_grt = false
INFO  metric power-per-cell-area = 273 nW/µm²
INFO  metric clk_transition_reported_paths = 0.05 ns
INFO  metric use_met1 = 0.478
INFO  metric cts_max_level = 4
INFO  metric synthAoiAreaFrac = 0.102
INFO  metric ys_cells = 780
INFO  metric startpoint = SR1MUX
INFO  metric final_layout_size_suffix_gt1_frac = 0.120
INFO  metric timing.critical_path.required = approximately 4.8 ns
INFO  metric route.vias.total = 5888
INFO  metric maxClockFrequency = 0.198 GHz
INFO  metric total_tool_warning_count = 27
INFO  metric grt_most_used_layer = met1
INFO  metric synth.cellmix.xorXnorShare = 0
INFO  metric report.final.hold_viol_count = 0
INFO  metric slew_viol_final = 0
INFO  metric syn_area_per_cell = 8.65 µm²
INFO  metric post-synth-top-area-cell = sky130_fd_sc_hd__dfxtp_1
INFO  metric hp-class = flip-flop to flip-flop
INFO  metric chipHeight = 118 µm
INFO  metric simple_gate_area_frac = 0.188
INFO  metric largest_register = registers
INFO  metric max-vdd-ir-drop = ~0.00029 V
INFO  metric max_reg_flops = 128
INFO  metric cts_setup_buffers = 0
INFO  metric fill_cells = 1102
INFO  metric worst_setup_path_end_kind = primary output
INFO  metric number_of_drc_markers_in_iteration_0 = ~400
INFO  metric post-route-worst-setup-slack = roughly 0.95 ns
INFO  metric fp.coreArea = between 10000 and 15000 µm²
INFO  metric flow.area_growth_from_synthesis = 19.9%
INFO  metric yosys.cell_types.count = 30
INFO  metric timing_worst_slew_pin_value = 0.927 ns
INFO  metric synth.top_cell.area_share = 0.380
INFO  metric cts.root.buffer_cell = sky130_fd_sc_hd__clkbuf_16
INFO  metric numClockSinks = approximately 130
INFO  metric die-area = 14000 µm²
INFO  metric synth_top_cells_by_count = sky130_fd_sc_hd__nand2_1, sky130_fd_sc_hd__dfxtp_1, sky130_fd_sc_hd__mux2i_1, sky130_fd_sc_hd__nor2_1, sky130_fd_sc_hd__a21oi_1
INFO  metric dp.cells = 964
INFO  metric worst_hold_launch = registers[2]$_SDFFE_PP0P_
INFO  metric tritoncts = yes
INFO  metric grt_pass1_wl = 31900 µm
INFO  metric path_max_fanout = 9
INFO  metric synth-edff-count = 0
INFO  metric postCtsHoldBufs = 0
INFO  metric total_of_warnings_raised_by_yosys = 0
INFO  metric ys_chip_area = roughly 6700 µm²
INFO  metric report.final.setup_viol = 0
INFO  metric via_count_of_the_first_global_routing_pass = 5710
INFO  metric post_synth_inst_count = 780
INFO  metric initial_antenna_violation_count = 0
INFO  metric synth_seq_share = 0.380
INFO  metric numSynthFlops = 128
INFO  metric avgViaCountPerCell = 5.91
INFO  metric dp_worst_setup_slack = 1.05 ns
-- kinds of logic (layout without fill, tap and decap cells) --
family,Yosys count,after routing
AND-OR/OR-AND,117,117
AND/OR/NAND/NOR,307,307
multiplexers,146,146
flip-flops,128,128
buffers and inverters,82,122
-- worst max-delay path: stages --
cell and delay [ns]:
sky130_fd_sc_hd__clkdlybuf4s50_1 0.62, sky130_fd_sc_hd__o32ai_2 0.89, sky130_fd_sc_hd__buf_4 0.35, sky130_fd_sc_hd__a32oi_1 0.11, sky130_fd_sc_hd__and3_1 0.25, sky130_fd_sc_hd__clkdlybuf4s50_1 0.42
-- cell usage in the layout (no fill, tap or decap), types with 2 or more instances in the layout --
cell type                         Yosys  final
sky130_fd_sc_hd__a21oi_1             64     64
sky130_fd_sc_hd__a32oi_1             16     16
sky130_fd_sc_hd__and3_1              17     17
sky130_fd_sc_hd__buf_12               0      2
sky130_fd_sc_hd__buf_2               23      2
sky130_fd_sc_hd__buf_4                4     21
sky130_fd_sc_hd__bufinv_16            0      3
sky130_fd_sc_hd__clkbuf_16            0     17
sky130_fd_sc_hd__clkbuf_8             0      6
sky130_fd_sc_hd__clkdlybuf4s50_1      0     61
sky130_fd_sc_hd__clkinv_2             0      4
sky130_fd_sc_hd__dfxtp_1            128    128
sky130_fd_sc_hd__inv_1                4      4
sky130_fd_sc_hd__mux2i_1            113    112
sky130_fd_sc_hd__mux4_2              32     32
sky130_fd_sc_hd__nand2_1            180    180
sky130_fd_sc_hd__nand2b_1             3      3
sky130_fd_sc_hd__nand3_1             16     16
sky130_fd_sc_hd__nor2_1              82     82
sky130_fd_sc_hd__o21ai_0             32     32
sky130_fd_sc_hd__o32ai_2              3      3
-- where the power goes --
group / leakage (µW) / switching [µW] / internal (µW) / total (µW)
Clock: 0.000315 / 366 / 718 / 1080
Sequential: 0.00104 / 11.4 / 866 / 878
Combinational: 0.00181 / 138 / 105 / 243
Total: 0.00316 / 516 / 1690 / 2210
-- final timing paths --
check	end	slack, ns	depth (start not counted)
max reg2reg	registers[85]$_SDFFE_PP0P_	5.29	2
min	registers[2]$_SDFFE_PP0P_	0.47	2
max	SR1_OUT[13]	0.95	6
min reg2reg	registers[2]$_SDFFE_PP0P_	0.47	2
-- per-stage QoR --
stage                     hold slack (ns)  total power, µW   util
after floorplan                     0.446             1040      -
after global placement              0.456             1130  0.565
after detailed placement            0.462             1140  0.565
after CTS                           0.471             2220  0.613
after global routing                0.489             2280  0.613
final                               0.471             2210  0.613
-- cell type report --
cell class / count / area [µm²] / share of cell area
repair buffers: 86 / 818 / 0.101
well taps: 176 / 220 / 0.0272
inverters: 4 / 15.0 / 0.00186
clock inverters: 9 / 126 / 0.0156
multi-input cells: 570 / 3840 / 0.475
flip-flops and latches: 128 / 2560 / 0.317
clock buffers: 23 / 508 / 0.0628
-- per-layer routing --
metal,share of wire,up-vias
met2,0.46,220
met1,0.44,2883
met5,0,-
li1,-,2760
met4,0.015,0
met3,0.080,25
No activity file was given, so power comes from the tool's default toggle rates.
