--- config.mk ---
export PLATFORM = sky130hd
export DESIGN_NAME = DOPE_unit
export DESIGN_NICKNAME = DOPE_unit
export VERILOG_FILES = /design/flow/design.v
export SDC_FILE = /design/flow/constraint.sdc
export NUM_CORES = 4
export LEC_CHECK = 1
export CORE_AREA = 10 10 73 73
export DIE_AREA = 0 0 83 83
export SYNTH_HDL_FRONTEND = slang
--- constraint.sdc ---
current_design DOPE_unit

set clk_period 5.2
set clk_io_pct 0.2

create_clock -name clk0 -period $clk_period

set non_clock_inputs [all_inputs -no_clocks]
set_input_delay [expr $clk_period * $clk_io_pct] -clock clk0 $non_clock_inputs
set_output_delay [expr $clk_period * $clk_io_pct] -clock clk0 [all_outputs]
--- design.v ---
module DOPE_unit	(input			buffer_select,			 
						 input [2:0]	op,
						 input [2:0]	offset,
						 input [7:0]	frame_buffer_0_in,
						 input [7:0]	frame_buffer_1_in,
						 input [7:0]	write_pixel_in,
						 output logic [7:0]	out_pixel,
						 output logic	frame_buffer_0_we,
						 output logic	frame_buffer_1_we);
	logic [7:0] in_pixel, invert_out, out_clamp_pixel;
	logic [3:0] red_pre_clamp, green_pre_clamp, blue_pre_clamp, avg_out, red, green, blue;
	invert 			invert0		(.*, .out_pixel(invert_out));
	add_offset		add_offset0	(.*);
	black_white		black_white0(.*);
	clamp3 clampR(.in(red), .out(out_clamp_pixel[7:5]));
	clamp3 clampG(.in(green), .out(out_clamp_pixel[4:2]));
	clamp2 clampB(.in(blue), .out(out_clamp_pixel[1:0]));
	always_comb
	begin
		if(~buffer_select)
		begin
			in_pixel = frame_buffer_1_in;
			frame_buffer_0_we = 1'b1;
			frame_buffer_1_we = 1'b0;
		end
		else
		begin
			in_pixel = frame_buffer_0_in;
			frame_buffer_0_we = 1'b0;
			frame_buffer_1_we = 1'b1;
		end
		red = 4'h0;
		green = 4'h0;
		blue = 4'h0;
		case(op)
			3'b000	:														 
			begin											
				out_pixel = write_pixel_in;
			end
			3'b001	:	out_pixel = invert_out;						 
			3'b010 :														 
			begin
				red = avg_out;
				green = avg_out;
				blue = avg_out;
				out_pixel = out_clamp_pixel;
			end
			3'b011 	:													 
			begin
				red = red_pre_clamp;
				green = green_pre_clamp;
				blue = blue_pre_clamp;
				out_pixel = out_clamp_pixel;
			end
			default		:													 
			begin											
				out_pixel = in_pixel;
				frame_buffer_0_we = 1'b0;			 
				frame_buffer_1_we = 1'b0;
			end
		endcase
	end
endmodule
module add_offset	(input [7:0] in_pixel,
					 input [2:0] offset,
					 output logic [3:0] red_pre_clamp,
					 output logic [3:0] green_pre_clamp,
					 output logic [3:0] blue_pre_clamp);
	adder_3_3_bit rAdd(.A(in_pixel[7:5]), 				.B(offset), .Sum(red_pre_clamp));
	adder_3_3_bit gAdd(.A(in_pixel[4:2]), 				.B(offset), .Sum(green_pre_clamp));
	adder_3_3_bit bAdd(.A({1'b0, in_pixel[1:0]}), .B(offset), .Sum(blue_pre_clamp));
endmodule
module invert	(input [7:0] in_pixel,
				 			 output logic [7:0] out_pixel);
	assign out_pixel = ~in_pixel;
endmodule
module black_white	(input [7:0]	in_pixel,
					 			output logic [3:0]	avg_out);
	logic [4:0]	summed_pixel_vals;
	adder_3_3_2_bit sum(.A(in_pixel[7:5]), .B(in_pixel[4:2]), .C(in_pixel[1:0]), .Sum(summed_pixel_vals));
	assign avg_out = summed_pixel_vals[4:1];		 
endmodule
module clamp3	(input [3:0] in,
				 			 output logic [2:0] out);
	always_comb
	begin
		if(in[3])
			out = 3'b111;
		else
			out = in[2:0];
	end
endmodule
module clamp2	(input [3:0] in,
				 			 output logic [1:0] out);
	always_comb
	begin
		if(in[3] | in[2])
			out = 2'b11;
		else
			out = in[1:0];
	end
endmodule
module adder_3_3_bit (input   logic[2:0]     A,
                      input   logic[2:0]     B,
                      output  logic[3:0]     Sum);      
		logic	[1:0] carry_int;
		full_adder   bit0(.A(A[0]), .B(B[0]), .Cin(1'b0), .S(Sum[0]), .Cout(carry_int[0]));
    carry_select bit1(.A(A[1]), .B(B[1]), .CI(carry_int[0]), .Sum(Sum[1]), .CO(carry_int[1]));
    carry_select bit2(.A(A[2]), .B(B[2]), .CI(carry_int[1]), .Sum(Sum[2]), .CO(Sum[3]));
endmodule
module adder_4_4_bit (input   logic[3:0]     A,
                      input   logic[3:0]     B,
                      output  logic[4:0]     Sum);      
		logic	[2:0] carry_int;
		full_adder   bit0(.A(A[0]), .B(B[0]), .Cin(1'b0), .S(Sum[0]), .Cout(carry_int[0]));
    carry_select bit1(.A(A[1]), .B(B[1]), .CI(carry_int[0]), .Sum(Sum[1]), .CO(carry_int[1]));
    carry_select bit2(.A(A[2]), .B(B[2]), .CI(carry_int[1]), .Sum(Sum[2]), .CO(carry_int[2]));
    carry_select bit3(.A(A[3]), .B(B[3]), .CI(carry_int[2]), .Sum(Sum[3]), .CO(Sum[4]));
endmodule
module adder_3_3_2_bit (input   logic[2:0]     A,
                        input   logic[2:0]     B,
                        input   logic[1:0]     C,
                        output  logic[4:0]     Sum);      
    logic[3:0] sum_3_3;
		adder_3_3_bit  A_B(.A(A), .B(B), .Sum(sum_3_3));
    adder_4_4_bit  AB_C(.A(sum_3_3), .B({2'b00, C}), .Sum(Sum));
endmodule
module carry_select (input   logic   A,
                      input   logic   B,
                      input   logic	  CI,
                      output  logic   Sum,
                      output  logic   CO);
  	logic Cout_0, Cout_1, Sum_0, Sum_1;
  	full_adder	adder0_0(.A(A), .B(B), .Cin(1'b0), .S(Sum_0), .Cout(Cout_0));
  	full_adder	adder0_1(.A(A), .B(B), .Cin(1'b1), .S(Sum_1), .Cout(Cout_1));
  	always_comb
  	begin
  		unique case(CI)
  			1'b1:	begin
  				CO = Cout_1;
  				Sum = Sum_1;
  			end
  			1'b0: begin
  				CO = Cout_0;
  				Sum = Sum_0;
  			end
			default: begin
				CO = Cout_0;
  				Sum = Sum_0;
			end
  		endcase
  	end
endmodule
module full_adder		(input	logic   A,
										 input	logic   B,
										 input	logic   Cin,
										 output	logic   S,
										 output	logic   Cout);
		assign S = A^B^Cin;
		assign Cout = (A&B)|(B&Cin)|(A&Cin);
endmodule
--- run.sh ---
#!/bin/bash
# OpenROAD 26Q1-2900-gdf79404cd8, Yosys 0.63+post, stock flow scripts
make -C /OpenROAD-flow-scripts/flow DESIGN_CONFIG=/design/flow/config.mk WORK_HOME=/design/flow/orfs finish
==> flow_summary.toml <==
# yosys + openroad results
[status]
outcome = "complete, no violations"

[final_timing]
fmax_mhz = 197
finalClockPeriodUsage_pct = 97.8
setup_tns_ns = 0
relSlewSlack_pct = 51.8
slew_viol_final = 0
tightest_slew_ns = 0.721
hold_viol_final = 0
hold_slack_ns = 3.00
fin_crit_ns = 5.09
finalSetupViolCount = 0

[global_routing]
grt_pass1_wl_um = 5690
grtUsageTotal_pct = 9.36
grt_max_degree = 19
grt_antenna_before_repair = 0
grt_pass1_vias = 1134
grt_overflow = 0

[synth]
synthDistinctLibCells = 42
synth_warnings = 0
synth.avg_cell_area_um2 = 7.86
area_leaders = "ha_1 30%, mux2_2 8.1%, mux2i_1 7.2%, inv_1 3.9%, nor2b_1 3.2%"
syn_area_um2 = 975
synth_seq_share_pct = 0
synth_chip_area_um2 = 975
synth_top_cell_by_area = "ha_1"
top_area_share_pct = 29.5
ys_cells = 124
synth_cells = 124

[power]
p_leak_nw = 0.744
vdd_drop_max_uv = 47.5
power_density_mw_per_mm2 = 118

[floorplan]
fp.coreArea_mm2 = 0.00374
initial_core_util_pct = 26.0
die_y_um = 83
fp.dieW_um = 83
rows = 22
ios = 41
chip_area_mm2 = 0.00689

[critical_path]
cp_max_fo = 3
crit_type = "in2out"
worst_ep_arrival_time_ns = 4.05
worstPathRequired_ns = 4.16
end_kind = "output port"
cp-start-kind = "input port"

[drt]
finalWirelength_um = 3370
drt_iter0_markers = 42
antenna_left = 0
dr_total_vias = 1103
drt-vias-per-instance = 4.84
wl_per_cell_um = 14.8
num_antenna_cells = 0
drc_errors = 0
dr.pass1.iters = 4

[placement]
gp_congestion = 0.923
portBuffers = 41
dp_hpwl_um = 2810

[flow_run]
maxCapViolations = 0
warning_count = 41

[cells_and_area]
nClkBuffers = 0
final_core_util_pct = 44.9
area_growth_pct = 72.5
ff_count = 0
mostFrequentLayoutCell = "clkdlybuf4s50_1"
most-common-layout-cells = "38 x clkdlybuf4s50_1, 20 x buf_4, 17 x ha_1"
ff_latch_area_um2 = 0
final_layout_size_suffix_gt1_share_pct = 27.2
num-fill-cells = 382

[hold_path]
hold_path_class = "in2out"
[where the power goes]
part / switching [mW] / internal, mW
logic: 0.0835 / 0.114
registers: 0 / 0
clock network: 0 / 0
[metal layers]
metal  wire (um)  track usage [%]  share of wire (%)
met1        1720             13.9                 51
met3         189             1.28                5.6
met2        1460             14.7                 43
met5           0                0                  0
met4           0                0                  0
[path summary, 6_finish.rpt]
check                             from  depth (start not counted)      endpoint
setup / recovery  frame_buffer_1_in[2]                         13  out_pixel[7]
hold / removal       write_pixel_in[1]                          4  out_pixel[1]
[critical path, cell delays in order]
cell	delay (ns)
clkdlybuf4s50_1	0.41
mux2_4	0.30
ha_4	0.19
xor2_4	0.18
inv_2	0.04
ha_2	0.17
a31oi_2	0.16
ha_2	0.21
ha_4	0.20
or3_4	0.38
buf_4	0.15
a31o_1	0.20
clkdlybuf4s50_1	0.40
[cell families after synthesis]
| logic type | synth area share [%] |
|---|---|
| multiplexers | 16.8 |
| AND/OR/NAND/NOR | 17.3 |
| AND-OR/OR-AND | 23.7 |
| adder cells (fa/ha/maj) | 29.5 |
| buffers and inverters | 8.09 |
| XOR/XNOR | 4.49 |
[cells in the mapped netlist (all sizes together), types with 3 or more instances]
| master | count |
|---|---|
| nand3 | 3 |
| buf | 6 |
| ha | 23 |
| nor2b | 5 |
| o21ai | 9 |
| nand2 | 5 |
| nand4 | 3 |
| a31oi | 3 |
| inv | 11 |
| a22oi | 3 |
| a21oi | 3 |
| xor2 | 3 |
| mux2i | 7 |
| nor2 | 8 |
| mux2 | 8 |
[layout make-up]
class | count | area (um2) | area share, %
repair buffers | 62 | 573 | 34.1
inverters | 11 | 41.3 | 2.46
well taps | 48 | 60.1 | 3.57
multi-input cells | 107 | 1010 | 59.9
[per-stage QoR]
stage	power [mW]	area (um2)	setup WS, ns	std cells
floorplan	0.0893	975	0.648	124
global placement	0.172	1560	-0.443	227
detailed placement	0.173	1560	-0.491	227
CTS	0.179	1590	-0.00388	228
global route	0.219	1680	-0.00567	228
finish	0.198	1680	0.114	228
[timing repair]
action | CTS | global route
endpoints found under the setup margin | 8 | 5
pin swaps | 7 | 4
buffers inserted | 1 | 0
hold buffers | 0 | 0
gates resized | 11 | 16
Power is estimated from default activity; no workload was simulated.
