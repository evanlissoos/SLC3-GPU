--- /design/flow/run.sh ---
#!/bin/bash
# OpenROAD 26Q1-2900-gdf79404cd8, Yosys 0.63+post, stock flow scripts
make -C /OpenROAD-flow-scripts/flow DESIGN_CONFIG=/design/flow/config.mk WORK_HOME=/design/flow/orfs finish
--- /design/flow/config.mk ---
export PLATFORM = sky130hd
export DESIGN_NAME = register_unit
export DESIGN_NICKNAME = register_unit
export VERILOG_FILES = /design/flow/design.v
export SDC_FILE = /design/flow/constraint.sdc
export NUM_CORES = 4
export LEC_CHECK = 1
export CORE_UTILIZATION = 30
export SYNTH_HDL_FRONTEND = slang
--- /design/flow/constraint.sdc ---
current_design register_unit

set clk_period 5.9
set clk_io_pct 0.2

create_clock -name clk0 -period $clk_period [get_ports {Clk}]

set non_clock_inputs [all_inputs -no_clocks]
set_input_delay [expr $clk_period * $clk_io_pct] -clock clk0 $non_clock_inputs
set_output_delay [expr $clk_period * $clk_io_pct] -clock clk0 [all_outputs]
--- /design/flow/design.v ---
module register_16(
	input logic			Clk,
	input logic			LD,
	input logic [15:0]	DATA_IN,
	output logic [15:0]	DATA_OUT
);
	always_ff @(posedge Clk)
	begin
		if(LD)
			DATA_OUT <= DATA_IN;
		else
			DATA_OUT <= DATA_OUT;
	end
endmodule
module register_unit (
	input logic [15:0]	bus,
	input logic [15:0]	IR,
	input logic SR1MUX,
	input logic DRMUX,
	input logic LD_REG,
	input logic Clk,
	output logic [15:0] SR1_OUT,
	output logic [15:0] SR2_OUT,
	output logic [15:0] R0,
	output logic [15:0] R1,
	output logic [15:0] R2,
	input logic [1:0] INC
);
		logic [7:0][15:0] reg_data;
		logic [7:0] reg_ld;
		logic [2:0] DR_SELECT;
		logic [2:0] SR1_SELECT;
		logic [2:0] SR2_SELECT;
		assign SR2_SELECT = IR[2:0];
		logic [2:0] dr, sr1;
		register_16 registers[7:0] (.LD(reg_ld), .Clk(Clk), .DATA_IN(bus), .DATA_OUT(reg_data));
		always_comb
			begin
			R0 = reg_data[0];
			R1 = reg_data[1];
			R2 = reg_data[2];
			unique case(DRMUX)
				1'b0 :	DR_SELECT = IR[11:9];
				1'b1 :	DR_SELECT = 111;
			endcase
			if (INC == 2'b00 || INC == 2'b11)
				dr = DR_SELECT;
			else if (INC == 2'b01)
				dr = 3'b000;
			else
				dr = 3'b001;
			unique case(SR1MUX)
				1'b0 :	SR1_SELECT = IR[11:9];
				1'b1 :	SR1_SELECT = IR[8:6];
			endcase
			if (INC == 2'b00 || INC == 2'b11)
				sr1 = SR1_SELECT;
			else if (INC == 2'b01)
				sr1 = 3'b000;
			else
				sr1 = 3'b001;
			unique case(sr1)
				3'b000 :	SR1_OUT = reg_data[0];
				3'b001 :	SR1_OUT = reg_data[1];
				3'b010 :	SR1_OUT = reg_data[2];
				3'b011 :	SR1_OUT = reg_data[3];
				3'b100 :	SR1_OUT = reg_data[4];
				3'b101 :	SR1_OUT = reg_data[5];
				3'b110 :	SR1_OUT = reg_data[6];
				3'b111 :	SR1_OUT = reg_data[7];
			endcase
			unique case(SR2_SELECT)
				3'b000 :	SR2_OUT = reg_data[0];
				3'b001 :	SR2_OUT = reg_data[1];
				3'b010 :	SR2_OUT = reg_data[2];
				3'b011 :	SR2_OUT = reg_data[3];
				3'b100 :	SR2_OUT = reg_data[4];
				3'b101 :	SR2_OUT = reg_data[5];
				3'b110 :	SR2_OUT = reg_data[6];
				3'b111 :	SR2_OUT = reg_data[7];
			endcase
			reg_ld = 8'h00;
			if(LD_REG)
			begin
				unique case(dr)
				3'b000 :	reg_ld[0] = 1;
				3'b001 :	reg_ld[1] = 1;
				3'b010 :	reg_ld[2] = 1;
				3'b011 :	reg_ld[3] = 1;
				3'b100 :	reg_ld[4] = 1;
				3'b101 :	reg_ld[5] = 1;
				3'b110 :	reg_ld[6] = 1;
				3'b111 :	reg_ld[7] = 1;
				endcase
			end
		end
endmodule
==> insert_results.sql <==
-- generated from flow reports
INSERT INTO impl_metrics (metric_group, metric, value, unit) VALUES
('global_routing', 'grt_first_pass_wirelength', '29800', 'um'),
('floorplan', 'chip_area', '22600', 'um2'),
('placed_design', 'buffer_ports.inserted', '110', ''),
('min_path', 'hold_depth', '1', ''),
('run', 'cap_violations', '0', ''),
('clock_tree', 'clock_sink_count', '128', ''),
('cells_and_area', 'layout-area-overhead-vs-synth', '27.3', '%'),
('final_timing', 'grt_setup_unrepaired', 'false', ''),
('cells_and_area', 'multiInputGateArea', '2230', 'um2'),
('final_timing', 'final_hold_viol_count', '0', ''),
('worst_setup_path', 'stage_delay_of_the_slowest_cell_on_the_critical_path', '0.82', 'ns'),
('clock_tree', 'clock_tree.htree_level_count', '4', ''),
('synthesis', 'post-synth-top-area-fraction', '58.1', '%'),
('drt', 'num_vias', '4846', ''),
('clock_tree', 'clk_buf_depth', '2', ''),
('global_routing', 'initial_antenna_violation_count', '0', ''),
('worst_setup_path', 'crit_fanout', '15', ''),
('final_timing', 'slack_of_the_critical_path', '0.398', 'ns'),
('clock_tree', 'cts-buffers-inserted', '17', ''),
('synthesis', 'syn_avg_cell_area', '12.8', 'um2'),
('drt', 'dr.pass1.iters', '4', ''),
('status', 'result_of_the_run', 'finished clean', ''),
('global_routing', 'gr-total-overflow', '0', ''),
('cells_and_area', 'largest_register_ff_count', '128', ''),
('clock_tree', 'ctsRootBufferMaster', 'clkbuf_16', ''),
('final_timing', 'setup_tns', '0', 'ns'),
('cells_and_area', 'layout.area.seq', '3840', 'um2'),
('floorplan', 'placementRows', '53', ''),
('clock_tree', 'cts_post_setup_buffers_inserted', '0', ''),
('cells_and_area', 'largest_register', 'registers.DATA_OUT', ''),
('final_timing', 'timing.max_slew.rel_slack', '42.6', '%'),
('run', 'tool_warnings', '32', ''),
('worst_setup_path', 'critical_path_at', '4.32', 'ns'),
('worst_setup_path', 'start_kind', 'primary input', ''),
('synthesis', 'synth.cell_area', '6610', 'um2'),
('global_routing', 'grt_start_max_net_pins', '35', ''),
('floorplan', 'die_h', '150', 'um'),
('drt', 'drt_drc_violations_left', '0', ''),
('power', 'power_per_cell_area', '314', 'nW/um2'),
('synthesis', 'chip_area_line_of_the_yosys_report', '6610', 'um2'),
('floorplan', 'core_util_floorplan', '31.1', '%'),
('synthesis', 'top_area_cell', 'edfxtp_1', ''),
('cells_and_area', 'largest_registers', 'registers.DATA_OUT (128)', ''),
('cells_and_area', 'drive_gt1_share', '15.0', '%'),
('drt', 'ant_nets', '0', ''),
('worst_setup_path', 'cell_mode_on_critical_path', 'clkdlybuf4s50_1', ''),
('clock_tree', 'tritoncts_clock_tree', 'built', ''),
('worst_setup_path', 'timing.critical_path.slowest_stage_cell', 'clkdlybuf4s50_1', ''),
('final_timing', 'post-route-min-period', '5.50', 'ns'),
('min_path', 'whs_endpoint', 'registers[1].DATA_OUT[1]', ''),
('synthesis', 'yosys_instances', '516', ''),
('synthesis', 'synth-main-ff-cell', 'edfxtp_1', ''),
('synthesis', 'yosysWarnings', '0', ''),
('worst_setup_path', 'wp_data_required', '4.72', 'ns'),
('placed_design', 'place.gp.congestion', '0.931', ''),
('final_timing', 'finalMaxSlewViolations', '0', ''),
('cells_and_area', 'fill_cells', '1919', ''),
('cells_and_area', 'most-common-layout-cells', 'edfxtp_1 (128), clkdlybuf4s50_1 (109), nand2_1 (38), a21oi_1 (38)', ''),
('clock_tree', 'clk_pin_slew', '0.05', 'ns'),
('power', 'p_leak', '2.96', 'nW'),
('global_routing', 'number_of_global_route_vias_before_repair', '5217', ''),
('drt', 'antenna-diode-count', '0', ''),
('drt', 'wl_per_instance', '22.8', 'um'),
('floorplan', 'num_io_pins', '118', ''),
('final_timing', 'worst_slew_pin_slew', '0.859', 'ns'),
('cells_and_area', 'mostFrequentLayoutCell', 'edfxtp_1', ''),
('min_path', 'min-delay-path-class', 'primary input to flop', ''),
('synthesis', 'synth-edff-count', '128', ''),
('worst_setup_path', 'setup.worst_path.end_class', 'output port', ''),
('clock_tree', 'number_of_hold_buffers_added_after_cts', '0', ''),
('power', 'ir_worst_vdd', '0.167', 'mV');
-- stage by stage --
step	hold WS [ns]	instance area, um2	power, mW	cells
4_1_cts	1.48	8410	2.65	876
3_5_place_dp	1.91	7750	1.48	845
5_1_grt	1.50	8410	2.73	876
3_3_place_gp	1.90	7750	1.48	845
6_report	1.49	8410	2.64	876
2_1_floorplan	1.28	6610	1.28	516
-- power breakdown --
group / total (mW) / internal [mW] / switching [mW]
logic: 0.402 / 0.210 / 0.192
registers: 1.06 / 1.04 / 0.0242
clock network: 1.17 / 0.791 / 0.383
total: 2.64 / 2.04 / 0.599
-- routing by layer --
| metal | global-route usage (%) | wire length [um] | vias to the layer above |
|---|---|---|---|
| met2 | 29.5 | 9260 | 352 |
| met5 | 0 | 0 | - |
| met3 | 12.5 | 2840 | 60 |
| li1 | - | - | 2103 |
| met4 | 6.67 | 791 | 0 |
| met1 | 21.6 | 7090 | 2331 |
-- how the worst max path moves through the flow --
stage / startpoint / endpoint / cells past startpoint
5_1_grt: INC[1] / SR1_OUT[13] / 9
6_report: SR1MUX / SR1_OUT[2] / 7
4_1_cts: INC[1] / SR1_OUT[2] / 9
-- synth_stat cells (all sizes together), types with 2 or more instances --
cell	number
mux2	8
o211ai	3
clkbuf	13
a22o	3
a22oi	17
o32a	3
buf	71
mux2i	27
nand3b	3
nor2	14
o32ai	3
nand2b	9
o22a	12
a21oi	38
nor2b	6
a221oi	7
o22ai	13
nand2	38
o21ai	28
nand3	5
o21bai	3
a21o	16
edfxtp	128
nor3	4
inv	8
mux4	16
a2bb2oi	3
a31oi	2
o2bb2ai	2
nand4b	2
-- cells by family (layout without fill, tap and decap cells) --
| family | count (synthesis) | count (layout) | share of synthesized area, % |
|---|---|---|---|
| AOI/OAI and AO/OA | 156 | 156 | 15.6 |
| adders and majority gates | 1 | 1 | 0.189 |
| buffers and inverters | 92 | 177 | 8.54 |
| DFF | 128 | 128 | 58.1 |
| muxes | 51 | 51 | 11.0 |
| and+or+nand+nor | 88 | 88 | 6.49 |
-- final cells by class --
type | count | area share (%)
clock inverters | 13 | 2.78
well taps | 275 | 4.09
flip-flops and latches | 128 | 45.7
repair buffers | 138 | 15.5
inverters | 8 | 0.357
multi-input cells | 296 | 26.5
clock buffers | 18 | 5.10
Power and IR drop assume default switching activity.
